`design/flow/config.mk`:
```
export PLATFORM = sky130hd
export DESIGN_NAME = clkdiv
export DESIGN_NICKNAME = clkdiv
export VERILOG_FILES = /design/flow/design.v
export SDC_FILE = /design/flow/constraint.sdc
export NUM_CORES = 4
export LEC_CHECK = 1
export CORE_AREA = 10 10 112 112
export DIE_AREA = 0 0 122 122
```
`design/flow/constraint.sdc`:
```
current_design clkdiv

set clk_period 4.4
set clk_io_pct 0.2

create_clock -name clk0 -period $clk_period [get_ports {clk}]

set non_clock_inputs [all_inputs -no_clocks]
set_input_delay [expr $clk_period * $clk_io_pct] -clock clk0 $non_clock_inputs
set_output_delay [expr $clk_period * $clk_io_pct] -clock clk0 [all_outputs]
```
`design/flow/design.v`:
```
`timescale 1ns / 1ps
module clkdiv(input clk,
              input rst,
              output reg [31:0] clkdiv
            );
    always @ (posedge clk or posedge rst) begin
        if (rst) clkdiv <=0;
        else clkdiv <= clkdiv + 1'b1;
    end
endmodule
```
`design/flow/run.sh`:
```
#!/bin/bash
# OpenROAD 26Q1-2900-gdf79404cd8, Yosys 0.63+post, stock flow scripts
make -C /OpenROAD-flow-scripts/flow DESIGN_CONFIG=/design/flow/config.mk WORK_HOME=/design/flow/orfs finish
```
==> notes.md <==
Outcome
• completed — result of the run

Floorplanning
• 122 um — x dimension of the die
• 0.1455 — Floorplan Utilization
• 37 — Core Rows
• 122 um — Die H
• 14880 um^2 — total die size
• 10230 um^2 — total core area
• 34 — Top-Level Pins

Worst setup path
• flip-flop — Critical Path Source Type
• 5 — length in cells of the worst reg-to-reg path
• 3.52 ns — Data required, critical path
• clkdlybuf4s50_1 — CP max-delay cell
• clkdiv[0]$_DFF_PP0_ — source of the worst register-to-register timing path
• flip-flop to primary output — WS Path Type
• 5 — worst-path maximum fanout
• 2.66 ns — register-to-register setup slack
• primary output — capturing element type of the critical path
• clkdlybuf4s50_1 — cell breakdown of the critical path
• buffers and inverters — Largest delay share family, worst path
• 1.29 ns — Worst Path Arrival
• clkdiv[24]$_DFF_PP0_ — FF-to-FF End
• 1 — CP Buf/Inv Count
• 0.53 ns — highest cell delay on the worst timing path

Yosys
• 1 — Yosys warnings
• 0.5378 — top-area cell type share of the netlist area
• 0.5378 — sequential area share after synthesis
• dfrtp_1, xor2_1, xnor2_1, nand3_1, nor4_2 — main area contributors
• dfrtp_1 — Synth top cell by count
• 1489 um^2 — Yosys Chip Area
• 129 — cells after synthesis
• 129 — cell total in the yosys stat output
• 0 — flip-flops with a built-in enable
• dfrtp_1, xor2_1, xnor2_1 — most frequent cells after synthesis
• 32 — flops & latches, synth
• 11.54 um^2 — post-synthesis average cell area
• 1.000 — fraction of synthesis flops using an asynchronous set or reset pin
• dfrtp_1 — most instantiated flip-flop cell in the synthesis netlist
• dfrtp_1 — Yosys top cell by area
• 21 — number of unique standard cell types used by synthesis
• 1489 um^2 — Post-Syn Area

Global route
• 5885 um — wire length of the first global-routing pass
• 33 — maximum number of pins on one net before global-route repair
• 0 — total overflow reported by the global router
• 0 — initial antenna violation count
• 0.04934 — GRT Util Overall
• 1112 — vias in the first global route

Route
• 1047 — DR vias
• 0 — tally of nets with antenna violations remaining after routing
• 67 — starting DRC count in detailed routing
• 3592 um — Routed Wire Length
• 3.455 — average vias per placed instance
• 0 — total DRC errors in the routed layout
• 4 — detailed-routing iteration count for the pre-antenna-repair pass
• 11.85 um — WL/cell
• 0 — Ant. Diodes

Hold path
• 1 — Min-Delay Path Depth
• clkdiv[31]$_DFF_PP0_ — sink of the worst hold path
• clkdiv[31]$_DFF_PP0_ — startpoint of the tightest hold check path
• flip-flop to flip-flop — worst hold path type

Flow run
• 25 — OpenROAD warning count
• 0 — max-cap violation count

Final layout
• 38.66% — layout overhead on the synthesized area
• clkdiv — register bank with the most flops
• clkdiv (32) — biggest regs
• 32 — Largest register FFs
• 0.08982 — layout cell share with drive strength beyond 1

Clocking
• 0.27 ns — Clk Latency, worst-skew pair
• clkbuf_8 — Root Buffer Master
• done — clock tree from TritonCTS
• 32 — sinks on the clock net
• 0 — count of hold-fix buffers inserted at cts
• 0.07 ns — clk slew on worst S/H paths
• 0 — count of cells resized by post-cts repair
• 2 — H-tree level count
• 5 — TritonCTS buffer count
• 2 — maximum number of buffers from clock root to sink
• 0 — Setup Fix Bufs, Post-CTS

Final timing
• 0.6661 — Max-slew headroom
• 2.225 ns — smallest setup slack after layout
• 0.4942 — Period Utilization, post-route
• 0 — max-slew violation total from the final report
• 0.006656 ns — Worst Clk Skew
• 0 — setup violation total in the final timing report
• 2.175 ns — post-route minimum period
• 0 — Hold Violations, Final
• 0.4994 ns — actual transition at the worst max-transition pin
• false — setup repair after global routing missed its margin
• 459.9 MHz — maximum clock frequency
• 0 ns — setup tns final

Power
• 0.8810 nW — leakage power
• 255.9 nW/um^2 — power density over cell area
• 0.08017 mV — worst supply voltage drop on vdd

Placed design
• 2693 um — detailed placer's ending HPWL
• 2.505 ns — minimum setup slack after placement
• 0.7658 — weighted congestion at the end of routability-driven global placement
• 33 — count of input and output buffers

[cell usage in the layout, fill, tap and decap left out]
cell             instances
nor3_1                   4
buf_4                    1
nor4_2                   4
clkbuf_1                 2
nor4_1                   6
nand3_2                  1
clkbuf_8                 6
and4_1                   5
nand4_1                  4
and3_1                   5
xnor2_1                 11
dfrtp_1                 32
nand3_1                 10
inv_1                    5
nor2_1                   4
nor2b_1                  1
xor2_1                  19
nand2_1                  9
nand3_4                  2
nand2_2                  1
ha_1                     1
clkdlybuf4s50_1         33
nor3b_1                  1
[routing by layer]
layer,GRT usage,wire length (um),up-vias
li1,-,-,521
met2,0.07537,1615,29
met5,0,0,-
met3,0.01972,346,2
met1,0.06721,1617,495
met4,0.004471,12,0
[cell type report]
type                            count  area (um^2)
Clock buffer                        8        90.09
Timing Repair Buffer               34        337.8
Inverter                            5        18.77
Multi-Input combinational cell     88        646.9
Tap cell                          136        170.2
Fill cell                        1091         8167
Sequential cell                    32        800.8
[cells by family (layout without fill, tap and decap cells)]
group / Yosys count / count (layout) / synth area share
xor gates and xnor gates: 30 / 30 / 0.1765
buffers and inverters: 9 / 47 / 0.02773
DFF: 32 / 32 / 0.5378
and+or+nand+nor: 57 / 57 / 0.2496
adders and majority gates: 1 / 1 / 0.008402
[per-stage QoR]
step,instances,instance area (um^2),total power [mW],utilization,hold slack [ns]
final,303,2064,0.5283,0.2018,0.4733
after global routing,303,2064,0.5551,0.2018,0.4963
after CTS,303,2064,0.5391,0.2018,0.4761
after detailed placement,295,1974,0.3074,0.1930,0.4673
after global placement,295,1974,0.3074,0.1930,0.4588
after floorplan,129,1489,0.3040,-,0.4204
[worst max path at each step]
stage / start / end / slack (ns) / cells after the start
4_1_cts: clkdiv[21]$_DFF_PP0_ / clkdiv[21] / 2.20 / 1
6_report: clkdiv[21]$_DFF_PP0_ / clkdiv[21] / 2.23 / 1
5_1_grt: clkdiv[21]$_DFF_PP0_ / clkdiv[21] / 2.14 / 1
[report_power, final]
group | total, mW | internal, mW | switching [mW]
registers | 0.294 | 0.294 | 0
clock network | 0.227 | 0.127 | 0.0994
logic | 0.00720 | 0.00142 | 0.00578
total | 0.528 | 0.423 | 0.105
Power is estimated from default activity; no workload was simulated.
