## config.mk

```make
export PLATFORM = sky130hd
export DESIGN_NAME = vgac
export DESIGN_NICKNAME = vgac
export VERILOG_FILES = /design/flow/design.v
export SDC_FILE = /design/flow/constraint.sdc
export NUM_CORES = 4
export LEC_CHECK = 1
export CORE_AREA = 10 10 114 114
export DIE_AREA = 0 0 124 124
```

## constraint.sdc

```tcl
current_design vgac

set clk_period 3.9
set clk_io_pct 0.2

create_clock -name clk0 -period $clk_period [get_ports {vga_clk}]

set non_clock_inputs [all_inputs -no_clocks]
set_input_delay [expr $clk_period * $clk_io_pct] -clock clk0 $non_clock_inputs
set_output_delay [expr $clk_period * $clk_io_pct] -clock clk0 [all_outputs]
```

## design.v

```verilog
`timescale 1ns / 1ps
module vgac (vga_clk,clrn,d_in,row_addr,col_addr,rdn,r,g,b,hs,vs);  
   input     [11:0] d_in;      
   input            vga_clk;   
   input            clrn;
   output reg [8:0] row_addr;  
   output reg [9:0] col_addr;  
   output reg [3:0] r,g,b;  
   output reg       rdn;       
   output reg       hs,vs;     
   reg [9:0] h_count;  
   always @ (posedge vga_clk) begin
       if (!clrn) begin
           h_count <= 10'h0;
       end else if (h_count == 10'd799) begin
           h_count <= 10'h0;
       end else begin 
           h_count <= h_count + 10'h1;
       end
   end
   reg [9:0] v_count;  
   always @ (posedge vga_clk or negedge clrn) begin
       if (!clrn) begin
           v_count <= 10'h0;
       end else if (h_count == 10'd799) begin
           if (v_count == 10'd524) begin
               v_count <= 10'h0;
           end else begin
               v_count <= v_count + 10'h1;
           end
       end
   end
    wire  [9:0] row    =  v_count - 10'd35;      
    wire  [9:0] col    =  h_count - 10'd143;     
    wire        h_sync = (h_count > 10'd95);     
    wire        v_sync = (v_count > 10'd1);      
    wire        read   = (h_count > 10'd142) &&  
                         (h_count < 10'd783) &&  
                         (v_count > 10'd34)  &&  
                         (v_count < 10'd515);    
    always @ (posedge vga_clk) begin
        row_addr <=  row[8:0];  
        col_addr <=  col;       
        rdn      <= ~read;      
        hs       <=  h_sync;    
        vs       <=  v_sync;    
        r        <=  rdn ? 4'h0 : d_in[3:0];  
        g        <=  rdn ? 4'h0 : d_in[7:4];  
        b        <=  rdn ? 4'h0 : d_in[11:8];  
    end
endmodule
```

## run.sh

```bash
#!/bin/bash
# OpenROAD 26Q1-2900-gdf79404cd8, Yosys 0.63+post, stock flow scripts
make -C /OpenROAD-flow-scripts/flow DESIGN_CONFIG=/design/flow/config.mk WORK_HOME=/design/flow/orfs finish
```

==> out/results.ini <==
[finish]
final_core_util = 0.2668
area_delta_synth_final_pct = 31.65
drive_gt1_frac = 0.06780
fin_area_mm2 = 0.002779
fill_cells = 1088

[die]
fp.dieW_um = 124
fp.coreArea_mm2 = 0.01042
fp_util = 0.2026
dieArea_mm2 = 0.01538
row_count = 37
io-pin-count = 48
dieHeight_um = 124

[timing]
finClkSkew_ps = 7.020
rsz0062_at_grt = no
fin_crit_ps = 2233
setup_violations = 0
final.setup.worst_slack_ps = 1667
tightest_slew_ps = 613.4
setup_tns_ps = 0
finalMaxSlewViolations = 0
max_freq_mhz = 447.9
finalHoldViolCount = 0
maxSlewHeadroom = 0.5898
finalClockPeriodUsage = 0.5725

[global_routing]
grt_max_degree = 18
antenna_found_initial = 0
grt.total_usage = 0.05618
grt_pass1_vias = 1382
grt_pass1_wl_mm = 7.127
grt_overflow = 0

[setup_path]
crit_buf_inv = 1
slowest_delay_ps = 590
worst_ep_required_time_ps = 3120
r2r_start = h_count[1]$_SDFF_PP0_
r2r_end = v_count[4]$_DFFE_PN0P_
crit_family = flip-flops
crit_chain = clkdlybuf4s50_1
critPathArrivalTime_ps = 1450
cp-end-kind = output port
rrSetupSlack_ps = 1800
worst_r2r_path_depth = 5
crit_path_max_fanout = 13
cp_slowest_cell = dfxtp_1
path_class = reg2out
start_kind = flop

[placed_design]
dpl_cell_area_mm2 = 0.002666
io_buffers = 47
place.gp.congestion = 0.8038
pre_cts_ws_ps = 1680
dpl.hpwl_mm = 3.170

[clock_tree]
clock-sinks = 54
post_cts_buffers = 0
clk_pin_slew_ps = 100
post_cts_resized = 0
hold_buffers = 0
cts_tree = done
ctsLongestPathBuffers = 2
clk_latency_ps = 310
cts_inserted_buffers = 5
htreeDepth = 2
clockRootBuffer = clkbuf_8

[min_path]
whs_endpoint = col_addr[0]$_DFF_P_
hp-class = reg2reg
min_from = h_count[0]$_SDFF_PP0_
worstHoldPathCells = 1

[route]
antenna_cells = 0
viasPerCell = 3.887
wl_mm = 4.415
antenna_left = 0
wire_per_inst_um = 11.87
vias = 1446
drtIter0Drc = 59
route.detailed.drc = 0
first_pass_iters = 5

[job]
tool_warnings = 30
maxCapViolations = 0

[yosys]
async_reset_ff_frac = 0.1852
avgSynthCellArea_um2 = 10.71
syn_area_mm2 = 0.002111
postSynthSeqShare = 0.5359
ys_cells = 197
edf_count = 0
syn_inst = 197
ys_types = 44
synthFlopType = dfxtp_1
yosysWarningCount = 1
synth_chip_area_mm2 = 0.002111
numSynthFlops = 54

[power]
power_density_mw_per_mm2 = 349.4
peakVddDrop_mv = 0.2092
p_leak_nw = 1.088
fin_total_pwr_mw = 0.9710

[run_status]
status = finished clean

-- per-stage QoR --
step,std cells,hold WS [ps]
detailed placement,364,443.4
finish,372,462.3
global placement,364,442.2
floorplan,197,412.8
global route,372,512.7
CTS,372,464.1
-- cell usage after synthesis, types with 2 or more instances --
cell	instances	area, um2
a21oi_1	4	20.02
and2_1	2	12.51
and3_1	4	25.02
and4_1	2	17.52
buf_2	8	40.04
buf_4	2	15.01
clkbuf_1	5	18.77
dfrtp_1	10	250.2
dfxtp_1	44	880.8
ha_1	7	87.58
inv_1	4	15.01
mux2_2	2	22.52
nand2_1	8	30.03
nand3_1	5	25.02
nand4_1	7	43.79
nor2_1	10	37.54
nor2b_1	13	81.33
nor3_1	7	35.03
o21ai_0	5	25.02
o31ai_1	3	22.52
o41ai_1	2	17.52
xnor2_1	7	61.31
xor2_1	15	131.4
-- where the power goes --
group / leakage, nW / internal (mW) / switching (mW)
Combinational: 0.537 / 0.0222 / 0.00909
Sequential: 0.496 / 0.559 / 0.00406
Clock: 0.0547 / 0.192 / 0.185
-- registers in the layout, summed over array words and instances, names as in the netlist --
| name | cells |
|---|---|
| h_count | 10 |
| col_addr | 10 |
| r | 4 |
| rdn | 1 |
| hs | 1 |
| b | 4 |
| vs | 1 |
| g | 4 |
| v_count | 10 |
| row_addr | 9 |
-- cells in the final DEF, fill, tap and decap left out, types with 2 or more instances in the layout --
| cell | netlist | layout |
|---|---|---|
| clkdlybuf4s50_1 | 0 | 47 |
| ha_1 | 7 | 7 |
| dfxtp_1 | 44 | 44 |
| o41ai_1 | 2 | 2 |
| and3_1 | 4 | 4 |
| nand4_1 | 7 | 7 |
| nor2b_1 | 13 | 13 |
| mux2_2 | 2 | 2 |
| and4_1 | 2 | 2 |
| inv_1 | 4 | 4 |
| xnor2_1 | 7 | 7 |
| xor2_1 | 15 | 15 |
| o21ai_0 | 5 | 5 |
| dfrtp_1 | 10 | 10 |
| clkbuf_8 | 0 | 5 |
| nor2_1 | 10 | 10 |
| nor3_1 | 7 | 7 |
| o31ai_1 | 3 | 3 |
| nand3_1 | 5 | 5 |
| and2_1 | 2 | 2 |
| nand2_1 | 8 | 8 |
| a21oi_1 | 4 | 4 |
-- worst max path at each step --
stage,to,start,depth (start not counted)
CTS,rdn,rdn$_DFF_P_,1
global route,rdn,rdn$_DFF_P_,1
finish,rdn,rdn$_DFF_P_,1
-- logic make-up after synthesis --
| group | synth area share |
|---|---|
| simple gates | 0.1891 |
| flops | 0.5359 |
| compound gates | 0.07944 |
| xor+xnor | 0.09129 |
| buf+inv | 0.04742 |
| fa+ha+maj | 0.04149 |
| mux | 0.01541 |
-- layer usage --
layer,up-vias,routed length (um),GRT usage
met5,-,0,0
met4,0,90,0.01007
met3,5,413,0.01515
met2,39,1828,0.08146
met1,656,2082,0.08362
li1,746,-,-
-- final cells by class --
cell class / count / area, um2 / area share
multi-input combinational: 123 / 879.6 / 0.3165
sequential: 54 / 1131 / 0.4070
clock inverter: 3 / 43.79 / 0.01576
timing repair buffer: 47 / 470.5 / 0.1693
clock buffer: 5 / 68.82 / 0.02476
tap: 136 / 170.2 / 0.06123
inverter: 4 / 15.01 / 0.005403
Power figures rest on the tool's default switching activity, not on a simulated workload.
